### flow/config.mk
export PLATFORM = sky130hd
export DESIGN_NAME = multi
export DESIGN_NICKNAME = multi
export VERILOG_FILES = /design/flow/design.v
export SDC_FILE = /design/flow/constraint.sdc
export NUM_CORES = 4
export LEC_CHECK = 1
export CORE_AREA = 10 10 70 70
export DIE_AREA = 0 0 80 80
### flow/constraint.sdc
current_design multi

set clk_period 4.5
set clk_io_pct 0.2

create_clock -name clk0 -period $clk_period

set non_clock_inputs [all_inputs -no_clocks]
set_input_delay [expr $clk_period * $clk_io_pct] -clock clk0 $non_clock_inputs
set_output_delay [expr $clk_period * $clk_io_pct] -clock clk0 [all_outputs]
### flow/design.v
`timescale 1ns / 1ps
module multi(
    input [3:0] A,
    input [3:0] B,
    output [7:0] C
    );
	assign C=(A&{4{B[0]}})+((A&{4{B[1]}})<<1)+((A&{4{B[2]}})<<2)+((A&{4{B[3]}})<<3);
endmodule
### flow/run.sh
#!/bin/bash
# OpenROAD 26Q1-2900-gdf79404cd8, Yosys 0.63+post, stock flow scripts
make -C /OpenROAD-flow-scripts/flow DESIGN_CONFIG=/design/flow/config.mk WORK_HOME=/design/flow/orfs finish
==> results.txt <==
The synthesis and place-and-route flow finished, so here is a summary.

The endpoint of the worst hold path is reported as C[7]. The stage logs contain a warning count of 32. The minimum clock period is about 4.4 ns. The number of sequential cells reported for the layout is 0. The reported max-cap violation count came out at 0. The worst-margin pin slew came out at between 0.1 and 0.15 ns. The reported leakage power came out at roughly 0.00036 uW. The final period utilization came out at 97.75%. The buffer_ports step reported a buffer count of 16. The final max-slew violation count came out at 0. The initial antenna violation count came out at 1. The worst hold-check path type is primary input to primary output. The synthesized netlist devotes 58.44% of its cell area to adder and majority cells. The worst endpoint required time is ~3.6 ns. The area fraction in and, or, nand and nor cells after synthesis came out at 23.38%.

Setup repair after global routing left no endpoint under its margin. The multiplexer share of the synthesized area came out at 0%. In this run the critical path is formed by dlygate4sd2_1, and2_4, fa_1, inv_1, fa_1, inv_1, ha_2, fa_2, a21o_1, a21oi_2, xnor2_1, buf_2.

The sequential element share of the synthesized area came out at 0%. The pin count of the biggest net entering global routing is 5. According to the floorplan report, the die width is ~80 um. The initial utilization of the core area, before any placement, comes to a little under an eighth.

The sum of negative setup slack is 0 ns. The final weighted congestion of routability-driven global placement is roughly 0.86. The total power consumption of the routed design is ~79 uW.

The buffers inserted during post-CTS setup optimization is 0. The post-synthesis to final-layout area growth is 78.57%. The final routed wirelength across all metal layers is 980 um. The number of violations reported at the end of detailed-routing iteration 0 is 1.

The worst setup path is of the primary input to primary output kind. The worst-case IR drop observed on VDD is about 0.000026 V. The worst setup path is launched from a primary input. According to the report, the first pass of detailed routing completed in 3 iterations. The layout cell share with drive strength beyond 1 is around 29%. The maximum clock rate is around 230 MHz. For reference, the top logic cell family by area is adder cells. Global routing used around 3.1% of the available tracks across all layers.

The unique cell type count in the Yosys netlist came out at 10. Summing the areas of all compound-gate instances in the mapped netlist gives ~7.5% of the synthesized area. The run finished with clean final reports. The chip area came out at 0.006400 mm^2.

In the final layout, the clock buffer count is 0. STA lists the startpoint of the worst hold path as A[3]. For this run, the number of Yosys warnings is 0. The share of the synthesized area in the top cell type came out at between 30% and 40%. The placed instance area is around 660 um^2. The DRC violations left came out at 0. In the post-synthesis netlist, the biggest area contributors are sky130_fd_sc_hd__ha_1 (32%), sky130_fd_sc_hd__fa_1 (26%), sky130_fd_sc_hd__and2_1 (19%). Counting endpoints that fail hold in the final report gives 0. The maximum fanout count along the critical path came out at 2. The HPWL reported at the end of detailed placement came out at about 900 um. The mean post-synth cell area is 9.175 um^2.

The count of final setup violators is 0. The I/O pin count came out at 16. The worst setup path is captured at a primary output. Sorting the Yosys area breakdown by cell type puts at the top sky130_fd_sc_hd__ha_1. The floorplan die height came out at around 80 um. The power density of the placed cells is 115.1 mW/mm^2. The number of global-route vias before repair was about 370. The worst-case max-slew headroom was logged as 91.28%.

The number of rows in the core area is 21. The number of vias in the routed layout is around 360. The overall overflow remaining after global route is 0.

Among all stages on the critical path, the maximum delay recorded is around 0.52 ns. Per the layout report, the design carries approximately 400 filler cells. The layout stage reports a final design area of just under 700 um^2. The post-detailed-route via-to-cell ratio is 3.186. The placeable core area is roughly 0.0034 mm^2. The report gives the cell count of the worst hold path as 5. The number of cell instances after yosys synthesis is ~42. The data arrival at the endpoint of the critical path is about 3.5 ns. The first-pass GRT wire length is approximately 1700 um. The wire length per cell came out at approximately 8.7 um. The gate count of the mapped netlist is approximately 42. The cell area that synthesis handed to floorplanning was about 390 um^2. The detail route stage leaves a number of antenna-violating nets equal to 0. The area share of xor/xnor cells in the synthesized design is about 7%. The standard cell with the maximum stage delay on the critical path is sky130_fd_sc_hd__fa_1. The synthesized chip area reported by yosys is ~390 um^2. The area occupied by registers is 0 um^2.
## cell families (layout without fill, tap and decap cells)
family | after synthesis | in the layout
compound gates | 4 | 4
xor+xnor | 3 | 3
fa+ha+maj | 15 | 15
buf+inv | 4 | 28
other cells | 0 | 1
simple gates | 16 | 16
## how the worst max path moves through the flow
| stage | start | endpoint | slack [ns] | depth (start not counted) |
|---|---|---|---|---|
| 4_1_cts | A[2] | C[6] | 0.02 | 11 |
| 5_1_grt | B[0] | C[7] | 0.003 | 12 |
| 6_report | A[2] | C[7] | 0.10 | 12 |
## area by class of cell
class              count  area, um^2  share of cell area (%)
repair buffers        24       214.0                   31.09
multi-input cells     38       399.1                   58.00
well taps             46       57.56                   8.364
inverters              4       15.01                   2.182
diodes                 1       2.502                  0.3636
## through the flow
step           hold slack [ns]  worst slack [ns]  std cells  util (%)
3_3_place_gp             2.818           -0.6921        112     19.41
4_1_cts                  2.493           0.02165        112     19.63
2_1_floorplan            1.872            0.3965         42         -
5_1_grt                  2.563          0.002506        113     20.15
6_report                 2.469            0.1010        113     20.15
3_5_place_dp             2.810           -0.6897        112     19.41
## cell usage in the layout (no fill, tap or decap)
| cell | Yosys | routed |
|---|---|---|
| sky130_fd_sc_hd__fa_1 | 5 | 4 |
| sky130_fd_sc_hd__diode_2 | 0 | 1 |
| sky130_fd_sc_hd__clkdlybuf4s15_2 | 0 | 2 |
| sky130_fd_sc_hd__xnor2_1 | 2 | 2 |
| sky130_fd_sc_hd__clkdlybuf4s15_1 | 0 | 1 |
| sky130_fd_sc_hd__dlygate4sd2_1 | 0 | 5 |
| sky130_fd_sc_hd__fa_2 | 0 | 1 |
| sky130_fd_sc_hd__ha_4 | 0 | 1 |
| sky130_fd_sc_hd__a21o_1 | 2 | 2 |
| sky130_fd_sc_hd__clkdlybuf4s50_1 | 0 | 6 |
| sky130_fd_sc_hd__and2_4 | 0 | 3 |
| sky130_fd_sc_hd__dlymetal6s2s_1 | 0 | 1 |
| sky130_fd_sc_hd__a21oi_2 | 1 | 2 |
| sky130_fd_sc_hd__xor2_1 | 1 | 1 |
| sky130_fd_sc_hd__and2_1 | 12 | 9 |
| sky130_fd_sc_hd__ha_2 | 0 | 1 |
| sky130_fd_sc_hd__buf_2 | 0 | 1 |
| sky130_fd_sc_hd__ha_1 | 10 | 8 |
| sky130_fd_sc_hd__inv_1 | 4 | 4 |
| sky130_fd_sc_hd__nand2_1 | 4 | 4 |
| sky130_fd_sc_hd__buf_4 | 0 | 8 |
## worst max-delay path: cells and delay by family
family                   cells  cell delay (ns)
adder cells (fa/ha/maj)      4             1.54
buffers and inverters        4             0.46
AND-OR/OR-AND                2             0.30
XOR/XNOR                     1             0.13
AND/OR/NAND/NOR              1             0.16
## repair_timing
action,in CTS,in global routing
hold buffers,0,0
hold endpoints to repair,0,0
endpoints found under the setup margin,4,2
gates resized,22,2
pin swaps,1,3
## layer usage
| metal | vias to the layer above | track usage (%) | routed length, um |
|---|---|---|---|
| li1 | 187 | - | - |
| met1 | 160 | 5.384 | 567 |
| met2 | 13 | 3.531 | 301 |
| met3 | 0 | 1.250 | 112 |
| met4 | 0 | 0 | 0 |
| met5 | - | 0 | 0 |
## cells in the mapped netlist
| cell | count |
|---|---|
| sky130_fd_sc_hd__a21o_1 | 2 |
| sky130_fd_sc_hd__a21oi_1 | 1 |
| sky130_fd_sc_hd__a21oi_2 | 1 |
| sky130_fd_sc_hd__and2_1 | 12 |
| sky130_fd_sc_hd__fa_1 | 5 |
| sky130_fd_sc_hd__ha_1 | 10 |
| sky130_fd_sc_hd__inv_1 | 4 |
| sky130_fd_sc_hd__nand2_1 | 4 |
| sky130_fd_sc_hd__xnor2_1 | 2 |
| sky130_fd_sc_hd__xor2_1 | 1 |
## where the power goes
part | internal, uW | switching, uW
Clock | 0.0000297 | 0
Combinational | 50.5 | 28.7
Sequential | 0 | 0
Power and IR drop assume default switching activity.
