[run.sh]
#!/bin/bash
# OpenROAD 26Q1-2900-gdf79404cd8, Yosys 0.63+post, stock flow scripts
make -C /OpenROAD-flow-scripts/flow DESIGN_CONFIG=/design/flow/config.mk WORK_HOME=/design/flow/orfs finish
[config.mk]
export PLATFORM = sky130hd
export DESIGN_NAME = ledblink
export DESIGN_NICKNAME = ledblink
export VERILOG_FILES = /design/flow/design.v
export SDC_FILE = /design/flow/constraint.sdc
export NUM_CORES = 4
export LEC_CHECK = 1
export CORE_AREA = 10 10 112 112
export DIE_AREA = 0 0 122 122
[constraint.sdc]
current_design ledblink

set clk_period 5.9
set clk_io_pct 0.2

create_clock -name clk0 -period $clk_period [get_ports {CLK}]

set non_clock_inputs [all_inputs -no_clocks]
set_input_delay [expr $clk_period * $clk_io_pct] -clock clk0 $non_clock_inputs
set_output_delay [expr $clk_period * $clk_io_pct] -clock clk0 [all_outputs]
[design.v]
`timescale 1ns / 1ps
module ledblink(
    input CLK,
    output reg LED=1'b0
    );
	 reg [25:0]TIM;
	 always @(posedge CLK) begin
		if(TIM == 26'd25000000) begin
			TIM <= 0;
			LED <= ~LED;
		end else begin
			TIM <= TIM + 26'd1;
		end
	end
endmodule
==> reports/metrics.yaml <==
status: "finished, final reports clean"
antenna_found_initial: 0
ys_seq_elements: 27
fin_ws_ns: 3.64
path_max_fanout: 2
critPathTopFamily: "buffers and inverters"
dp_cells: 270
port_buffers: 1
post_drt_wl_per_cell_um: 8.49
rsz0062_at_grt: "false"
syn_inst: 138
clk-insertion-delay-late_ns: 0.26
ys_types: 36
warnings: 26
floorplan.rows: 37
hold_path_startpoint: "TIM[20]$_SDFF_PN0_"
ys_seq_share_pct: 42.0
drtIter0Drc: 37
finalCriticalPeriod_ns: 2.26
ant_nets: 0
track_usage_pct: 3.28
syn_area_mm2: 0.00131
worstHoldPathType: "flop to flop"
worst-setup-path-type: "flop to output port"
num_antenna_cells: 0
gp_congestion: 0.809
maxCapViolCount: 0
place_area_mm2: 0.00146
slew_violations: 0
tns_ns: 0
p_per_area_mw_per_mm2: 189
top_area_cell: "dfxtp_1"
common_cells: "26 x dfxtp_1, 14 x xnor2_1, 12 x nand3_1, 9 x nor2_1"
yosys_area_mm2: 0.00131
yosys_warnings: 1
h-tree-depth: 1
tightest_slew_ns: 0.783
startpoint: "LED$_DFFE_PN_"
area_growth_pct: 14.7
most_common_cell: "dfxtp_1"
slew_headroom_pct: 47.4
crit_chain: "clkdlybuf4s50_1"
grt_pass1_vias: 873
synth_area_per_cell_um2: 9.50
synth_top_area_share_pct: 39.7
clock_skew_ns: 0.00309
clockBufferDepth: 2
slowest_stage: "clkdlybuf4s50_1"
layout-drive-gt1-share_pct: 9.42
die_area_mm2: 0.0149
fp.dieH_um: 122
drc_errors: 0
setup_violations: 0
fp_util_pct: 12.8
cts_setup_buffers: 0
pre_cts_ws_ns: 3.92
vias: 929
post-route-period-util_pct: 38.3
leakage_nw: 0.443
fmax_mhz: 442
avgViaCountPerCell: 3.39
cts.sinks: 27
grt_pass1_wl_mm: 4.17
hold_buffers: 0
gr-total-overflow: 0
die_w_um: 122
cts_tree: "built"
clk_pin_slew_ns: 0.09
finalHoldViolations: 0
finalWirelength_mm: 2.33
required_ns: 4.72
vdd_drop_max_uv: 74.0
ys_cells: 138
cp.buffers_inverters: 1
crit_path_start_kind: "flop"
worstPathArrival_ns: 1.08
yosys_most_used_dff: "dfxtp_1"
layout.cells.non_filler: 274
critPathMaxStageDelay_ns: 0.46
end_kind: "output port"
dr.pass1.iters: 4
synth-edff-count: 1
area_leaders: "dfxtp_1 40%, xnor2_1 9.4%, nand3_1 4.6%"
cts-root-buf: "clkbuf_8"
grt_max_degree: 15
rr_startpoint: "TIM[5]$_SDFF_PN0_"
final_cell_area_mm2: 0.00150
pin_count: 2
post_cts_resized: 0
synthArstFlopShare_pct: 0
core_mm2: 0.0102
hpwlAfterDp_mm: 1.70
cts_buffers: 3
[power by group]
part	switching, mW	leakage (nW)	internal, mW
clock network	0.0524	0.0228	0.0482
logic	0	0.199	0
registers	0	0.221	0.183
[metrics by stage]
stage	total power, mW	hold slack [ns]	util, %
after floorplan	0.187	0.435	-
after CTS	0.288	0.483	14.7
after global placement	0.187	0.459	14.3
final	0.284	0.482	14.7
after global routing	0.296	0.526	14.7
after detailed placement	0.187	0.466	14.3
[flip-flops by register name, summed over array words and instances, names as in the netlist]
register  flops
TIM          26
LED           1
[worst reg2reg max path: cells and delay by family, from the launching register on]
family	cells	cell delay, ns
flip-flops	1	0.52
XOR/XNOR	1	0.18
AND/OR/NAND/NOR	3	1.11
[layer usage]
metal,track usage [%],part of all wire (%)
met2,4.51,40
met5,0,0
met4,0.149,0
met1,4.98,56
met3,1.27,4.6
[cell usage in the layout (no fill, tap or decap), drive strengths merged]
cell type and instances:
and2 2, nor3 1, and4bb 1, o31ai 1
buf 1, nand3 12, or3 2, nor4 6
mux2i 4, or4 2, nand4 9, and4b 1
and4 6, nor3b 1, inv 5, nand2 8
xor2 3, clkdlybuf4s50 1, and3 2, clkbuf 4
nor2b 1, nor2 9, edfxtp 1, xnor2 14
nor4b 4, dfxtp 26, ha 2, o21ai 6
a21oi 3
[cells by family after synthesis]
kind of cell / after synthesis / synth area share (%)
XOR/XNOR: 17 / 11.4
buffers and inverters: 11 / 4.96
multiplexers: 4 / 3.05
AND-OR/OR-AND: 10 / 4.58
adder cells (fa/ha/maj): 2 / 1.91
flip-flops: 27 / 42.0
AND/OR/NAND/NOR: 67 / 32.2
[cell type report]
type	instances	area (um^2)
Sequential cell	27	551
Inverter	5	18.8
Multi-Input combinational cell	100	702
Timing Repair Buffer	2	17.5
Clock buffer	4	45.0
Fill cell	1127	8730
Tap cell	136	170
[final timing paths]
path | end | slack [ns] | cells after the start
max | LED | 3.64 | 1
min | TIM[20]$_SDFF_PN0_ | 0.48 | 1
max reg2reg | TIM[25]$_SDFF_PN0_ | 3.99 | 4
min reg2reg | TIM[20]$_SDFF_PN0_ | 0.48 | 1
Power is estimated from default activity; no workload was simulated.
