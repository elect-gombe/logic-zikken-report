==> design/flow/config.mk <==
export PLATFORM = sky130hd
export DESIGN_NAME = testpattern
export DESIGN_NICKNAME = testpattern
export VERILOG_FILES = /design/flow/design.v
export SDC_FILE = /design/flow/constraint.sdc
export NUM_CORES = 4
export LEC_CHECK = 1
export CORE_UTILIZATION = 50
==> design/flow/constraint.sdc <==
current_design testpattern

set clk_period 7.5
set clk_io_pct 0.2

create_clock -name clk0 -period $clk_period [get_ports {CLK}]

set non_clock_inputs [all_inputs -no_clocks]
set_input_delay [expr $clk_period * $clk_io_pct] -clock clk0 $non_clock_inputs
set_output_delay [expr $clk_period * $clk_io_pct] -clock clk0 [all_outputs]
==> design/flow/design.v <==
`timescale 1ns / 1ps
module prescaler(
	input CLK,
	input [10:0]MLn,
	output Cout
	);
	reg[11:0]DA=0;
	assign Cout = DA[11];
	always @(posedge CLK) begin
		DA <= DA+MLn+12'd1;
	end
endmodule
module deltasigma(
    input CLK,
    input [15:0] In,
    output reg Out=0,
	 output reg [16:0]cnt = 0
    );
	 wire pclk;
	 prescaler p(.CLK(CLK),.MLn(11'd500),.Cout(pclk));
	 always @(posedge CLK) begin
		if(cnt[16]) begin
			cnt <= cnt-17'h10000+In;
			Out <= 1;
		end else begin
			cnt <= cnt+In;
			Out <= 0;
		end
	end
endmodule
module testpattern(
	input CLK,
	input [1:0]pattern,
	output out
	);
	wire pclk;
	reg [15:0]count=16'd0;
	deltasigma d(.CLK(CLK),.In(count),.Out(out));
	reg mode;
	prescaler p(.CLK(CLK),.MLn( 11'd4),.Cout(pclk));
		always @(posedge pclk) begin
		if(pattern == 2'b00) begin
			if(mode) begin
				if(count != 16'hFFFF) begin
					count <= count + 1;
				end else begin
					mode <= 0;
				end
			end else begin
				if(count != 16'h0000) begin
					count <= count - 1;
				end else begin
					mode <= 1;
				end
			end
		end else if(pattern == 2'b01) begin
			count <= 16'h0;
		end else if(pattern == 2'b10) begin
			count <= 16'h6000;
		end else if(pattern == 2'b11) begin
			count <= 16'hFFFF;
		end
	end
endmodule
==> design/flow/run.sh <==
#!/bin/bash
# OpenROAD 26Q1-2900-gdf79404cd8, Yosys 0.63+post, stock flow scripts
make -C /OpenROAD-flow-scripts/flow DESIGN_CONFIG=/design/flow/config.mk WORK_HOME=/design/flow/orfs finish
==> impl_metrics.py <==
# Metrics from the implementation run
metrics = {
    "run_status": {
        "status": "finished, final reports clean",
    },
    "synthesis": {
        "synth_area_leader_cell": "dfxtp_1",
        "ys_warn_count": 3,
        "most_common_cell": "ha_1",
        "synth_flops": 47,
        "ff_type": "dfxtp_1",
        "yosys_area_mm2": 0.00318,
        "edf_count": 17,
        "async_flop_share_pct": 0,
        "synth.yosys.num_cells": 343,
        "syn-cell-area_mm2": 0.00318,
        "ys_top_cells_by_count": "35 x ha_1, 30 x dfxtp_1, 27 x a21oi_1",
        "ys_seq_share_pct": 35.0,
        "avgSynthCellArea_um2": 9.26,
        "synth.distinct_cells": 54,
        "synth.area.top_cells": "dfxtp_1 19%, edfxtp_1 16%, ha_1 14%",
        "synth_top_area_share_pct": 18.9,
        "synth_cells": 343,
    },
    "clocking": {
        "cts-htree-levels": 2,
        "insertion_delay_ns": 0.27,
        "cts_made_buffers": 5,
        "path_clk_slew_ns": 0.06,
        "cts_resized": 0,
        "post-cts-setup-buffer-count": 0,
        "cts_tree": "done",
        "cts_max_path_buffers": 2,
        "cts_root_buf": "clkbuf_8",
        "cts_hold_repair.buffers": 0,
    },
    "cells_and_area": {
        "regArea_mm2": 0.00111,
        "fillCellCount": 562,
        "fin_util_pct": 56.1,
        "combGateArea_mm2": 0.00196,
        "drive_gt1_share_pct": 6.59,
        "area_delta_synth_final_pct": 6.50,
    },
    "floorplanning": {
        "core_mm2": 0.00603,
        "initCoreUtil_pct": 52.7,
        "die_x_um": 81.7,
        "die_h_um": 81.7,
        "io_pins": 4,
        "chip_area_mm2": 0.00667,
        "num_rows": 28,
    },
    "critical_path": {
        "r2r_end": "d.cnt[14]",
        "crit_fanout": 1,
        "cp_data_required_time_ns": 6.00,
        "crit_cells": 1,
        "critPathKind": "reg -> out",
        "r2r_cells": 9,
        "critPathBufInv": 1,
        "cp-start-kind": "flip-flop",
        "max_stage_delay_ns": 0.44,
        "crit_path_end_kind": "output pin",
        "critPathLaunch": "d.Out",
        "timing.rr.start": "d.cnt[0]",
        "critPathArrivalTime_ns": 1.02,
        "path_cells": "clkdlybuf4s50_1",
        "path_delay_family": "buffers and inverters",
        "r2r_slack_ns": 5.47,
        "cp_slowest_cell": "clkdlybuf4s50_1",
        "cp-endpoint": "out",
    },
    "global_routing": {
        "grt_pass1_vias": 2179,
        "grt_max_degree": 29,
        "grt_pass1_wl_um": 10200,
        "antenna_found_initial": 0,
        "grt_use_total_pct": 20.4,
        "grt-ovfl-total": 0,
    },
    "run": {
        "maxCapViolCount": 0,
        "warnings": 28,
    },
    "placement": {
        "place_congestion": 0.888,
        "dpl.hpwl_um": 4770,
        "preCtsSetupSlack_ns": 5.27,
        "io_buffers": 3,
    },
    "route": {
        "drc_errors": 0,
        "vias_per_cell": 5.81,
        "wire_per_inst_um": 14.6,
        "num_antenna_cells": 0,
        "vias": 2463,
        "ant_nets": 0,
        "drt_wl_total_um": 6210,
        "drt_iter0_drc": 157,
        "firstDrtPassIters": 4,
    },
    "final_timing": {
        "fin_crit_sh_pct": 33.7,
        "setup_slack_ns": 4.98,
        "slew_headroom_pct": 46.8,
        "setup_viol": 0,
        "tightest_slew_ns": 0.797,
        "period_needed_ns": 2.52,
        "rsz0062_at_grt": "no",
        "skew_ns": 0.00337,
        "hold_violations": 0,
        "unclocked_pins": 17,
        "fin_tns_setup_ns": 0,
        "report.final.slew_viol_count": 0,
        "untimed_endpoints": 34,
        "max_freq_mhz": 396,
    },
    "pwr": {
        "leakagePower_nw": 1.34,
        "power_density_mw_per_mm2": 94.8,
        "power.total_mw": 0.321,
        "peakVddDrop_uv": 96.3,
    },
    "worst_hold_path": {
        "min_path_type": "reg -> reg",
    },
}
-- layer usage --
metal,share of wire [%],global-route usage (%),vias to the layer above
met5,0,0,-
met4,0.47,1.40,0
met3,3.4,3.95,4
met2,44,30.8,26
met1,52,32.7,1138
li1,-,-,1295
-- cell type report --
type | instances | share of cell area, %
clock buffer | 6 | 2.44
inverter | 18 | 2.00
tap | 75 | 2.77
sequential | 47 | 32.9
timing repair buffer | 6 | 1.55
multi-input combinational | 270 | 58.0
clock inverter | 2 | 0.370
-- worst min-delay path by stage --
stage | from | endpoint | slack, ns | cells after the start
CTS | d.cnt[16] | d.Out | 0.34 | 0
global route | d.cnt[16] | d.Out | 0.35 | 0
finish | d.cnt[16] | d.Out | 0.33 | 0
-- logic make-up after synthesis --
family,Yosys count,share of synthesized area [%]
muxes,1,0.315
AOI/OAI and AO/OA,105,23.0
and+or+nand+nor,100,16.0
xor gates and xnor gates,27,7.45
buffers and inverters,26,3.23
adders and majority gates,37,15.1
DFF,47,35.0
-- cell usage in the layout, fill, tap and decap left out, types with 3 or more instances in the layout --
| master | count |
|---|---|
| or3_1 | 4 |
| nor3_1 | 10 |
| o21ai_0 | 14 |
| edfxtp_1 | 17 |
| nor2_1 | 21 |
| dfxtp_1 | 30 |
| xnor2_1 | 16 |
| nand2_1 | 24 |
| o21a_1 | 7 |
| a21oi_2 | 3 |
| o211ai_1 | 5 |
| o31ai_1 | 3 |
| xor2_1 | 11 |
| o21ai_1 | 4 |
| a21o_1 | 10 |
| nand2b_1 | 4 |
| a31oi_1 | 3 |
| nand4_1 | 11 |
| and3_1 | 3 |
| nor4_1 | 6 |
| nor2b_1 | 5 |
| ha_1 | 35 |
| clkbuf_8 | 6 |
| clkdlybuf4s50_1 | 3 |
| nand3_1 | 6 |
| buf_4 | 3 |
| a21oi_1 | 27 |
| inv_1 | 18 |
-- sequential cells by signal, indices dropped and copies added, names as in the netlist --
| register | count |
|---|---|
| d.Out | 1 |
| count | 16 |
| p.DA | 12 |
| mode | 1 |
| d.cnt | 17 |
-- where the power goes --
part,internal [mW],leakage (nW),switching [mW]
Sequential,0.164,0.415,0
Clock,0.0736,0.0472,0.0607
Combinational,0.00916,0.882,0.0129
-- stage by stage --
| stage | cell area [um^2] | instances | hold WS (ns) |
|---|---|---|---|
| after global placement | 3290 | 416 | 0.330 |
| after floorplan | 3180 | 343 | 0.310 |
| after CTS | 3380 | 424 | 0.342 |
| after global routing | 3380 | 424 | 0.349 |
| final | 3380 | 424 | 0.334 |
| after detailed placement | 3290 | 416 | 0.326 |
Power figures rest on the tool's default switching activity, not on a simulated workload.
